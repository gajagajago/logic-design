`flow/config.mk`:
```
export PLATFORM = sky130hd
export DESIGN_NAME = cpu
export DESIGN_NICKNAME = cpu
export VERILOG_FILES = /design/flow/design.v
export SDC_FILE = /design/flow/constraint.sdc
export NUM_CORES = 4
export LEC_CHECK = 1
export CORE_UTILIZATION = 40
```
`flow/constraint.sdc`:
```
current_design cpu

set clk_period 25.1
set clk_io_pct 0.2

create_clock -name clk0 -period $clk_period [get_ports {fast_clock}]

set non_clock_inputs [all_inputs -no_clocks]
set_input_delay [expr $clk_period * $clk_io_pct] -clock clk0 $non_clock_inputs
set_output_delay [expr $clk_period * $clk_io_pct] -clock clk0 [all_outputs]
```
`flow/design.v`:
```
`timescale 1ns / 1ps
module add(
    input [7:0] in1,
    input [7:0] in2,
    output [7:0] out,
    input ctrl_aluop
);
    assign out = in1 + in2;
endmodule
`timescale 1ns / 1ps
module control(    
    input [1:0] opcode,
    output ctrl_memtoreg,
    output ctrl_regwrite,
    output ctrl_alusrc,
    output ctrl_branch,
    output ctrl_memread,
    output ctrl_memwrite,
    output ctrl_regdst,
    output ctrl_aluop
    );
    wire A;
    wire B;
    assign A = opcode[1];
    assign B = opcode[0];
    assign ctrl_regdst = ~A && ~B;
    assign ctrl_regwrite = ~A;
    assign ctrl_alusrc = (~A && B) || (A && ~B);
    assign ctrl_branch = A && B;
    assign ctrl_memread = ~A && B;
    assign ctrl_memwrite = A && ~B;
    assign ctrl_memtoreg = B;
    assign ctrl_aluop = ~A && ~B;
endmodule
`timescale 1ns / 1ps
module cpu(
	 input [7:0] instruction,
    	 input fast_clock,
    	 input clear,
    	 output [6:0] first_segment,
    	 output [6:0] second_segment,
	 output [7:0] read_address,
	 output clock,
    );
    wire clock;
    wire ctrl_memtoreg;
    wire ctrl_regwrite;
    wire ctrl_alusrc;
    wire ctrl_branch;
    wire ctrl_memread;
    wire ctrl_memwrite;
    wire ctrl_regdst;
    wire ctrl_aluop;
    wire [7:0] rval1;
    wire [7:0] rval2;
    wire [7:0] sign_extended_imm;
    wire [7:0] data_out;
    wire [7:0] output_alu;
    wire [7:0] reg_write_data;
    assign reg_write_data = ctrl_memtoreg ? data_out : output_alu;
    wire [7:0] incremented_pc;
    wire [7:0] displaced_pc;
    wire [7:0] next_pc;
    wire [7:0] ppc;
    assign next_pc = ctrl_branch ? displaced_pc : incremented_pc;
    assign read_address = ppc;
    freq_divider clk(
        .clock_in(fast_clock),
        .clear(clear),
        .clock_out(clock)
    );
    control control(
        .opcode(instruction[7:6]),
        .ctrl_aluop(ctrl_aluop),
        .ctrl_alusrc(ctrl_alusrc),
        .ctrl_branch(ctrl_branch),
        .ctrl_regdst(ctrl_regdst),
        .ctrl_memread(ctrl_memread),
        .ctrl_memtoreg(ctrl_memtoreg),
        .ctrl_memwrite(ctrl_memwrite),
        .ctrl_regwrite(ctrl_regwrite)
    );
    rf regiters(
        .rs1(instruction[5:4]),
        .rs2(instruction[3:2]),
        .write_reg(ctrl_regdst ? instruction[1:0] : instruction[3:2]),
        .ctrl_regwrite(ctrl_regwrite),
        .clock(clock),
        .clear(clear),
        .write_data(reg_write_data),
        .rval1(rval1),
        .rval2(rval2)
    );
    dmem data_memory(
        .clock(clock),
        .clear(clear),
        .ctrl_memread(ctrl_memread),
        .ctrl_memwrite(ctrl_memwrite),
        .addr(output_alu),
        .data_in(rval2),
        .data_out(data_out)
    );
    sign_extend sign_extend(
        .in(instruction[1:0]),
        .out(sign_extended_imm)
    );
    add alu(
        .in1(rval1),
        .in2(ctrl_alusrc ? sign_extended_imm : rval2),
        .out(output_alu),
        .ctrl_aluop(ctrl_aluop)
    );
    hex_to_bcd first_seg(
        .bcd(reg_write_data[7:4]),
        .seg(first_segment)
    );
    hex_to_bcd second_seg(
        .bcd(reg_write_data[3:0]),
        .seg(second_segment)
    );
    add incrementer(
        .in1(8'b1),
        .in2(ppc),
        .out(incremented_pc),
        .ctrl_aluop(1'b1)
    );
    add displacer(
        .in1(incremented_pc),
        .in2(sign_extended_imm),
        .out(displaced_pc),
        .ctrl_aluop(1'b1)
    );
    pc pc(
        .clock(clock),
        .clear(clear),
        .ppc(ppc),
        .next_pc(next_pc)
    );
endmodule
`timescale 1ns / 1ps
module dmem(  
	 input ctrl_memread,
    input ctrl_memwrite,
    input [7:0] addr,
    input [7:0] data_in,
    input clock,
    input clear,
    output [7:0] data_out
    );
    reg [7:0] memory[0:31];
    assign data_out = memory[addr];
    always @(posedge clock or posedge clear) begin
        if (clear) begin
	    memory[0] <= 8'b0;         memory[1] <= 8'b1;         memory[2] <= 8'b10;        memory[3] <= 8'b11;
	    memory[4] <= 8'b100;       memory[5] <= 8'b101;       memory[6] <= 8'b110;       memory[7] <= 8'b111;
	    memory[8] <= 8'b1000;      memory[9] <= 8'b1001;      memory[10] <= 8'b1010;     memory[11] <= 8'b1011;
	    memory[12] <= 8'b1100;     memory[13] <= 8'b1101;     memory[14] <= 8'b1110;     memory[15] <= 8'b1111;
	    memory[16] <= 8'b0;        memory[17] <= 8'b11111111; memory[18] <= 8'b11111110; memory[19] <= 8'b11111101;
	    memory[20] <= 8'b11111100; memory[21] <= 8'b11111011; memory[22] <= 8'b11111010; memory[23] <= 8'b11111001;
	    memory[24] <= 8'b11111000; memory[25] <= 8'b11110111; memory[26] <= 8'b11110110; memory[27] <= 8'b11110101;
	    memory[28] <= 8'b11110100; memory[29] <= 8'b11110011; memory[30] <= 8'b11110010; memory[31] <= 8'b11110001;
        end
        else begin
            if (ctrl_memwrite) begin
                memory[addr] <= data_in;
            end
        end
    end
endmodule
`timescale 1ns / 1ps
module freq_divider(
    input clock_in,
    input clear,
    output reg clock_out
    );
	 reg [31:0] cnt;
	 initial begin
		clock_out <= 1'b0;
		cnt <= 0;
	 end
	 always@(posedge clock_in) begin
		if(clear) begin
			cnt <= 32'd0;
			clock_out <= 1'b0;
		end
		else if(cnt == 32'd25000000) begin
			cnt <= 32'd0;
			clock_out <= ~clock_out;
		end else begin
			cnt <= cnt + 1;
		end
	 end
endmodule
`timescale 1ns / 1ps
module hex_to_bcd(    
	 input [3:0] bcd,
    output reg [6:0] seg
    );
	 always@(bcd) begin
		case(bcd)
			4'd0: seg <= 7'b0111111;
			4'd1: seg <= 7'b0000110;
			4'd2: seg <= 7'b1011011;
			4'd3: seg <= 7'b1001111;
			4'd4: seg <= 7'b1100110;
			4'd5: seg <= 7'b1101101;
			4'd6: seg <= 7'b1111101;
			4'd7: seg <= 7'b0000111;
			4'd8: seg <= 7'b1111111;
			4'd9: seg <= 7'b1101111;
			4'd10: seg <= 7'b1110111;
			4'd11: seg <= 7'b0011111;
			4'd12: seg <= 7'b1001110;
			4'd13: seg <= 7'b0111101;
			4'd14: seg <= 7'b1001111;
			4'd15: seg <= 7'b1000111;
		endcase
	end
endmodule
`timescale 1ns / 1ps
module pc(
    input clock,
    input clear,
    input [7:0] next_pc,
    output [7:0] ppc 
);
    reg [7:0] curr_pc;
    initial begin
        curr_pc <= 8'b0;
    end
    assign ppc = curr_pc;
    always @(posedge clock or posedge clear) begin
        if (clear) begin
            curr_pc <= 8'b0;
        end
        else begin
            curr_pc <= next_pc;
        end
    end
endmodule
`timescale 1ns / 1ps
module rf(    
    input [1:0] rs1,
    input [1:0] rs2,
    input [1:0] write_reg,
    input [7:0] write_data,
    input ctrl_regwrite,
    input clock,
    input clear,
    output [7:0] rval1,
    output [7:0] rval2
    );
    reg [7:0] register [0:3];
    initial begin
        register[0] <= 8'b0;
        register[1] <= 8'b0;
        register[2] <= 8'b0;
        register[3] <= 8'b0;
    end
    assign rval1 = register[rs1];
    assign rval2 = register[rs2];
    always @(posedge clock or posedge clear) begin
        if (clear) begin
            register[0] <= 8'b0;
            register[1] <= 8'b0;
            register[2] <= 8'b0;
            register[3] <= 8'b0;
        end
        else begin
            if (ctrl_regwrite) begin
                register[write_reg] <= write_data;
            end
        end
    end
endmodule
`timescale 1ns / 1ps
module sign_extend(
    input [1:0] in,
    output [7:0] out
);
    assign out = {in[1], in[1], in[1], in[1], in[1], in[1], in[1], in[0]};
endmodule
```
`flow/run.sh`:
```
#!/bin/bash
# OpenROAD 26Q1-2900-gdf79404cd8, Yosys 0.63+post, stock flow scripts
make -C /OpenROAD-flow-scripts/flow DESIGN_CONFIG=/design/flow/config.mk WORK_HOME=/design/flow/orfs finish
```
==> changes_impl.md <==
## Flow update

- Hold Vio Cnt, Final: 0
- # resized after CTS: 0
- Setup CP Type: input port to output port
- Hold/Removal Path Class: flip-flop to flip-flop
- Filler cell count: 3,868
- Ao+oa area frac: 0.1620
- FF/Latch Area: 8227 sq um
- Capturing point of the worst reg2reg path: clk.cnt[31]
- Final count of pins violating max slew: 0
- Vias per std cell: 5.878
- Simple-Gate Fraction of Synth Area: 0.1409
- Endpoints left unconstrained: 304
- PnR worst setup slack: 7.732 ns
- Clock slew at reported path FFs: 0.05 ns
- Cell Rows: 74
- Final wirelength: 52.87 mm
- IO Port Bufs: 32
- Largest net degree at the start of global routing: 88
- Worst-margin pin slew: 1.070 ns
- Register pins left without a clock: 296
- Die X: 206.4 um
- # hold bufs at CTS: 0
- CP Launch Type: input port
- DP Worst Slack: 7.886 ns
- Synth flops: 329
- Clk ins delay skew pair: 0.28 ns
- Vias in the first global route: 12.53k
- Post-synth ARST share: 0.8997
- Tcrit/Tclk final: 0.6920
- Mux contribution to synthesized area: 0.1169
- Seq/Total Area, Yosys: 0.4922
- Layout cells sized above 1: 0.2145
- DRC: 0
- Synth Instances: 1,668
- Core footprint: 41,020 sq um
- RSZ-0062 raised after global routing: false
- Post-synth EDFFs: 0
- Most frequent CP cell: ha_1
- CTS Root Cell: clkbuf_16
- Setup violators final: 0
- GRT Residual Overflow: 0
- Most common reg cell: dfrtp_1
- Logic cell area: 7933 sq um
- CTS Buffer Depth: 2
- CTS tree: yes
- Critical Path Max Stage Delay: 0.82 ns
- Main logic family: AND-OR/OR-AND gates
- Die Y: 206.4 um
- Hold Startpoint: clk.cnt[0]
- First-pass GRT wire length: 81.15 mm
- Worst r2r src: clk.cnt[2]
- Peak supply drop: 60.48 uV
- Setup bufs post-CTS: 0
- Tool warning count: 38
- Max_cap viols: 0
- Area grow syn2layout: 7.025%
- Initial antenna violation count: 0
- FP Util: 0.4073
- Wire per inst: 24.12 um
- Top-Level Pins: 33
- CP max-delay cell: clkdlybuf4s50_1
- Clock skew: 0.003974 ns
- Worst reg-to-reg path cell count: 9
- Antenna Cells: 0
- CP Max Fanout: 37
- Clock H-tree levels: 2
- CP Cell Sequence: clkdlybuf4s50_1 > inv_1 > ha_1 > o21ai_0 > ha_1 > fa_1 > buf_4 > nor2b_1 > o21ai_0 > nor2_1 > a21o_1 > nor4_1 > a31oi_1 > inv_1 > ha_1 > a21oi_1 > a22o_1 > clkdlybuf4s50_1
- Library cells used by synthesis: 82
- Status: finished, final reports clean
- Clock period minus worst slack: 17.37 ns
- Die area: 42,590 sq um
- Yosys cell count: 1,668
- Fin util: 0.4359
- DP HPWL: 37.54 mm
- Pre-Repair DR Iteration Count: 5
- Most instantiated logic cell after routing: nand2_1
- GRT Overall Usage: 0.2678
- Worst relative slew slack: 0.2837
- Critical Path RT: 20.08 ns
- 1st-iter DRT viols: 941
- Leak: 7.150 nW
- Total vias in the final route: 12.88k
- Yosys synthesis chip area: 16,710 sq um
- Xor+xnor area frac: 0.02606
- Power density cells: 19.49 nW/um^2
- Setup_tns: 0 ns
- Netlist Area Pre-Place: 16,710 sq um
- Fmax: 57.58 MHz
- R2r setup slk: 22.68 ns
- Most common logic cells in the final layout: nand2_1 (272), o21ai_0 (221), dfrtp_1 (172)
- Worst hold path depth: 1
- Worst Hold End: clk.cnt[0]
- Syn avg cell area: 10.02 sq um
- Placer Congestion: 1.033
- Yosys warnings: 7
- Total CTS buffers: 5
- Critical path arrival: 12.35 ns
- Setup crit end kind: output port
- DRT antenna net count: 0
- Adder Area Share: 0.02711
-- cells in the mapped netlist (all sizes together) (5+ instances only) --
master / count / share of area
a2111oi: 10 / 0.0061
a211oi: 6 / 0.0034
a21oi: 43 / 0.014
a221oi: 10 / 0.0052
a22o: 10 / 0.0052
a22oi: 15 / 0.0067
a31oi: 12 / 0.0045
a32oi: 15 / 0.0083
and3: 22 / 0.0082
buf: 24 / 0.0087
clkbuf: 85 / 0.019
dfrtp: 172 / 0.26
dfstp: 124 / 0.20
dfxtp: 33 / 0.040
ha: 33 / 0.025
inv: 31 / 0.0070
mux2: 117 / 0.079
mux2i: 41 / 0.025
mux4: 10 / 0.013
nand2: 272 / 0.061
nand3: 66 / 0.020
nand4: 20 / 0.0075
nor2: 73 / 0.017
nor3: 20 / 0.0060
nor4: 6 / 0.0026
nor4b: 9 / 0.0047
o2111ai: 5 / 0.0026
o211ai: 6 / 0.0027
o21a: 10 / 0.0045
o21ai: 228 / 0.068
o21bai: 6 / 0.0029
o32ai: 6 / 0.0031
or3: 11 / 0.0044
xnor2: 21 / 0.012
xor2: 27 / 0.014
-- power by group --
part	internal [W]	total [W]	switching (W)	leakage (nW)
Combinational	0.0000698	0.000231	0.000162	3.28
Clock	0.0000394	0.0000620	0.0000226	0.0768
Sequential	0.0000548	0.0000552	0.000000381	3.79
Total	0.000164	0.000349	0.000185	7.15
-- registers in the layout, summed over array words and instances, names as in the netlist --
| signal | flops |
|---|---|
| regiters.register | 32 |
| data_memory.memory | 256 |
| clk.clock_out | 1 |
| clk.cnt | 32 |
| pc.curr_pc | 8 |
-- worst max-delay path, delay by kind of cell --
family                     cells  cell delay (ns)
buffers and inverters          5             2.39
AOI/OAI and AO/OA              6             1.92
adders and majority gates      4             1.61
and+or+nand+nor                3             1.38
-- layer usage --
layer / GRT usage / share of wire
met2: 0.3921 / 0.44
met1: 0.4121 / 0.44
met3: 0.07489 / 0.089
met4: 0.05383 / 0.027
met5: 0 / 0
-- cell families after synthesis --
kind of cell    Yosys count
xor+xnor                 48
mux                     168
fa+ha+maj                35
flops                   329
buf+inv                 140
simple gates            522
compound gates          426
-- cell type report --
cell class                      count  share of cell area
Timing Repair Buffer               93             0.04353
Sequential cell                   329              0.4601
Multi-Input combinational cell   1199              0.4437
Clock buffer                        6            0.007768
Tap cell                          532             0.03723
Inverter                           31            0.006928
Clock inverter                      2           0.0007698
-- through the flow --
step                power [W]  instance area [sq um]  std cells  hold WS [ns]
floorplan           0.0001923                  16710       1668        0.4297
global placement    0.0002823                  17730       2184        0.4464
detailed placement  0.0002834                  17730       2184        0.4575
CTS                 0.0003468                  17880       2192        0.4697
global route        0.0003660                  17880       2192        0.4951
finish              0.0003485                  17880       2192        0.4651
-- how the worst max path moves through the flow --
stage	start	end	depth (start not counted)
after CTS	instruction[6]	second_segment[3]	18
after global routing	instruction[6]	second_segment[3]	18
final	instruction[6]	second_segment[3]	18
Power figures rest on the tool's default switching activity, not on a simulated workload.
